$ cat flow/design.v
module alu (
    input wire [3:0] in_A,
    input wire [3:0] in_B,
    input wire [2:0] sel_in,
    input wire carry_in ,
    output wire [3:0] out ,
    output wire carry_out 
);
    wire [4:0] result;
    reg [3:0] internal_A;
    reg [3:0] internal_B;
    always @(*) begin
        case(sel_in)
            3'b010: begin             
                internal_A = in_A;
                internal_B = ~in_B;
            end
            3'b011: begin             
                internal_A = in_A;
                internal_B = in_B;
            end
            3'b100: begin             
                internal_A = in_A ^ in_B;
                internal_B = 8'b0;
            end
            3'b101: begin             
                internal_A = in_A | in_B;
                internal_B = 8'b0;
            end
            3'b110: begin             
                internal_A = in_A & in_B;
                internal_B = 8'b0;
            end
            3'b111: begin             
                internal_A = in_A;
                internal_B = 8'b0;
            end
            default: begin
                internal_A = 8'bx;    
                internal_B = 8'bx;
            end
        endcase
    end
    assign result = internal_A + internal_B + carry_in;
    assign out = result[3:0];
    assign carry_out = result[4];
endmodule
module hc4 (
    input wire clk,
    input wire nReset,
    output wire [11:0]      pc_out,
    output wire [3:0]       stackA_out,
    output wire [3:0]       stackB_out,
    output wire [3:0]       stackC_out,
    output wire [7:0]       address_bus,
    inout  wire [3:0]       data_bus,
    output wire             nRAM_RD,
    output wire             nRAM_WR
);
    reg [3:0] level_A;  
    reg [3:0] level_B;  
    reg [3:0] level_C;  
    reg [11:0] pc;
    reg [7:0] rom [0:4095];
    initial $readmemh("./jmptest.hex", rom);
    wire [7:0] instruction;
    wire sub;
    wire [3:0] alu_result;
    wire carry;
    reg  carry_flg;
    reg  zero_flg;
    assign instruction = rom[pc];
    assign pc_out = pc;
    assign stackA_out = level_A;
    assign stackB_out = level_B;
    assign stackC_out = level_C;
    assign sub = instruction[6:4] == 3'b010 ? 1 : 0;  
    assign nRAM_WR = !(!instruction[7] & !clk);
    assign nRAM_RD = !(instruction[7] & !instruction[6] & !instruction[5] & !clk);
    alu ALU (
        .in_A (level_A),
        .in_B (level_B),
        .sel_in (instruction[6:4]),
        .carry_in (sub),
        .out (alu_result),
        .carry_out (carry)
    );
    function [7:0] ADDRESS_MUX(input [7:0] instruction, input [3:0] level_A, input [3:0] level_B);
        if (instruction[6:4] == 3'b000) begin   
            ADDRESS_MUX[3:0] = level_A;
            ADDRESS_MUX[7:4] = level_B;
        end else begin                          
            ADDRESS_MUX[7:4] = 4'h0;
            ADDRESS_MUX[3:0] = instruction[3:0];
        end
    endfunction
    assign address_bus = ADDRESS_MUX(instruction[7:0], level_A, level_B);
    function [11:0] NEXT_PC(input [7:0] instruction, input [11:0] pc, input [3:0] level_A, input [3:0] level_B, input [3:0] level_C, input C_flag, input Z_flag);
        reg nJMP;
        if (instruction[7:5] == 3'b111) begin  
            case (instruction[2:0])
                3'b000: NEXT_PC = {level_C, level_B, level_A};               
                3'b001: NEXT_PC = pc + 1;               
                3'b010: begin                   
                    if (C_flag == 1) NEXT_PC = {level_C, level_B, level_A};
                    else             NEXT_PC = pc + 1;
                end
                3'b011: begin                   
                    if (C_flag == 0) NEXT_PC = {level_C, level_B, level_A};
                    else             NEXT_PC = pc + 1;
                end
                3'b100: begin                   
                    if (Z_flag == 1) NEXT_PC = {level_C, level_B, level_A};
                    else             NEXT_PC = pc + 1;
                end
                3'b101: begin                   
                    if (Z_flag == 0) NEXT_PC = {level_C, level_B, level_A};
                    else             NEXT_PC = pc + 1;
                end
                default:  NEXT_PC = pc + 1;
            endcase
        end else begin
            NEXT_PC = pc + 1;
        end
    endfunction
    function [3:0] BUS_CTRL (input [7:0] instruction, input [3:0] alu_result, input [3:0] level_C);
        casez (instruction[7:5])
            3'b000:  BUS_CTRL = level_C;           
            3'b0??:  BUS_CTRL = alu_result;        
            3'b100:  BUS_CTRL = 4'bz;              
            3'b101:  BUS_CTRL = instruction[3:0];  
            default: BUS_CTRL = 4'bx;              
        endcase
    endfunction
    assign data_bus = BUS_CTRL(instruction, alu_result, level_C);
    always @(posedge clk or negedge nReset) begin
        if (nReset == 0) begin
            pc <= 12'b0;
            carry_flg <= 1'b0;
            zero_flg <= 1'b0;
            level_A <= 4'b0;
        end else begin
            casez (instruction[7:6])
                2'b0?: begin  
                    zero_flg  <= data_bus == 4'b0 ? 1 : 0;
                    carry_flg <= instruction[7:5] == 3'b001 ? carry : carry_flg;
                end 
                2'b10: begin
                    level_A <= data_bus;
                    level_B <= level_A;
                    level_C <= level_B;
                end
                2'b11: begin
                end
            endcase
            pc <= NEXT_PC(instruction, pc, level_A, level_B, level_C, carry_flg, zero_flg);
        end
    end
endmodule
$ cat flow/jmptest.hex
AD
A3
AA
00
11
22
33
44
55
66
77
80
91
A2
A0
A0
3F
E2
A0
E1
E0
$ cat flow/run.sh
#!/bin/bash
# OpenROAD 26Q1-2900-gdf79404cd8, Yosys 0.63+post, stock flow scripts
make -C /OpenROAD-flow-scripts/flow DESIGN_CONFIG=/design/flow/config.mk WORK_HOME=/design/flow/orfs finish
$ cat flow/config.mk
export PLATFORM = sky130hd
export DESIGN_NAME = hc4
export DESIGN_NICKNAME = hc4
export VERILOG_FILES = /design/flow/design.v
export SDC_FILE = /design/flow/constraint.sdc
export NUM_CORES = 4
export LEC_CHECK = 1
export CORE_AREA = 10 10 70 70
export DIE_AREA = 0 0 80 80
export SYNTH_HDL_FRONTEND = slang
export SYNTH_MEMORY_MAX_BITS = 65536
$ cat flow/constraint.sdc
current_design hc4

set clk_period 2.2
set clk_io_pct 0.2

create_clock -name clk0 -period $clk_period [get_ports {clk}]

set non_clock_inputs [all_inputs -no_clocks]
set_input_delay [expr $clk_period * $clk_io_pct] -clock clk0 $non_clock_inputs
set_output_delay [expr $clk_period * $clk_io_pct] -clock clk0 [all_outputs]
==> reports/README.md <==
| Step | Item | This run |
| --- | --- | --- |
| timing | Final hold slack | 0.473 ns |
| timing | Achievable frequency | 0.612 GHz |
| placement | RePlAce Congestion | 0.700 |
| detailed routing | Post-detailed-route count of antenna-violating nets | 0 |
| setup path | CP bufs+invs | 1 |
| global route | Met2 global-route usage | 6.10% |
| clock network | Master cell of the clock root buffer | sky130_fd_sc_hd__clkbuf_4 |
| detailed routing | # diodes | 0 |
| placement | Total of buffers placed on input and output ports | 13 |
| clock network | Clock buffer depth | 2 |
| global route | Number of global-route vias before repair | 425 |
| detailed routing | Via total after detailed routing | 421 |
| setup path | Arrival time reported for the critical path endpoint | 1.19 ns |
| timing | Count of final max-slew check failures | 0 |
| setup path | Category of the most critical setup path | reg -> out |
| synth | Leading post-synthesis cells by instance count | sky130_fd_sc_hd__buf_4 (26), sky130_fd_sc_hd__dfrtp_1 (12), sky130_fd_sc_hd__xnor2_1 (8) |
| setup path | Worst stage delay on the critical path | 0.50 ns |
| setup path | Depth of the critical timing path with buffers and inverters included | 1 |
| timing | Shortest clock period the worst path allows after layout | 1.63 ns |
| flow run | Max-cap violation count | 0 |
| detailed routing | # DRC | 0 |
| setup path | Crit-path leading delay family | buffers and inverters |
| hold path | Class of the worst hold path | reg -> reg |
| setup path | Worst endpoint required time | 1.76 ns |
| clock network | Sink count of the clock tree | 12 |
| timing | Actual slew at the worst max-slew pin | 0.542 ns |
| final layout | Fraction of final layout cells with drive strength greater than 1 | 3.80% |
| timing | Final worst path period share | 74.3% |
| synth | Number of enable-type register cells in the synthesized netlist | 0 |
| floorplan | Number of primary I/O pins | 40 |
| global route | Residual overflow from global routing | 0 |
| floorplan | Core utilization before placement | 20.2% |
| detailed routing | Number of detailed-routing iterations run before antenna repair | 2 |
| placement | HPWL reported at the end of detailed placement | 1160 microns |
| global route | Antenna violations before repair | 0 |
| final layout | Post-synthesis to final-layout area growth | 14.5% |
| setup path | Crit path max fanout | 6 |
| timing | Unrepaired setup endpoints after global routing | no |
| timing | Setup tns final | 0 ns |
| clock network | Clock transition at the registers of the reported paths | 0.06 ns |
| synth | Synthesized cell area | 689 sq um |
| floorplan | Die height | 80 microns |
| synth | Cell types occupying the most area after synthesis | sky130_fd_sc_hd__dfrtp_1 (44%), sky130_fd_sc_hd__buf_4 (28%), sky130_fd_sc_hd__xnor2_1 (10%) |
| hold path | Hold path cells | 1 |
| synth | Biggest area consumer among synthesized cells | sky130_fd_sc_hd__dfrtp_1 |
| timing | Number of failing hold endpoints at the final stage | 0 |
| timing | Worst slew margin relative to its limit | 63.7% |
| synth | Synth async-reset ratio | 100% |
| synth | Yosys reg bits | 12 |
| setup path | Worst setup EP type | output pin |
| floorplan | Cell row count | 21 |
| synth | Number of warnings printed during yosys synthesis | 0 |
| clock network | Total number of H-tree levels | 1 |
| detailed routing | Routed via count divided by cell count | 3.37 |
| detailed routing | DRC violation total after the first TritonRoute iteration | 2 |
| global route | Busiest grt layer | met2 |
| floorplan | Placeable core region | 0.00342 sq mm |
| flow run | Number of warning messages in the logs | 25 |
| floorplan | Overall die area | 0.00640 sq mm |
| setup path | Slowest library cell on the worst path | sky130_fd_sc_hd__clkdlybuf4s50_1 |
| floorplan | Chip width | 80 microns |
| synth | Post-synth seq share | 43.6% |
| detailed routing | Routed length per placed instance | 10.7 microns |
| clock network | Post-CTS setup-driven buffer insertion count | 0 |
| global route | Largest net degree at the start of global routing | 13 |
| status | Run status | completed |
| synth | Number of standard cells reported by yosys | 66 |
| clock network | CTS-repair resized insts | 0 |
| synth | Max-area cell share | 43.6% |
| clock network | Clock tree from TritonCTS | built |
| power | Leakage component of the power | 0.000380 uW |
| synth | Most numerous cell in the Yosys netlist | sky130_fd_sc_hd__buf_4 |
| clock network | Number of buffers added to fix hold violations after cts | 0 |
| power | Total power density per cell area | 450 mW/mm^2 |
| final layout | Filler Cell Count | 384 |
| global route | Wire length of the first global-routing pass | 2100 microns |
| global route | Met1 layer usage reported by global route | 5.01% |
| detailed routing | Total detailed-routing wirelength | 1340 microns |
| synth | YS chip area | 689 sq um |
| synth | Top flip-flop cell by instance count after synthesis | sky130_fd_sc_hd__dfrtp_1 |
| setup path | Critical path cell sequence | clkdlybuf4s50_1 |
| synth | Unique cell type count in the Yosys netlist | 13 |
| global route | GRT Total Usage | 4.17% |
| synth | Mean post-synth cell area | 10.4 sq um |
| clock network | Number of buffers added by the clock tree synthesis step | 3 |
| global route | Met3 Resource Use GR | 3.07% |
| setup path | Cell depth of the worst flop-to-flop path | 3 |
| setup path | Worst Setup Start Kind | flip-flop |
| clock network | Clock latency of the later-clocked register in the worst-skew pair | 0.26 ns |
| timing | Clock tree skew after final layout | 0.00299 ns |
| power | Worst ir drop on vdd | 0.000156 V |
| synth | Gate count of the mapped netlist | 66 |
| final layout | Number of flip-flops in the largest register | 12 |
| power | Total power after layout | 356 uW |
| timing | Final setup violation count | 0 |
-- report_power, final --
group          leakage, uW  switching [uW]  internal (uW)
Clock            0.0000138            63.4           63.2
Combinational     0.000208            6.89           1.56
Sequential        0.000158               0            221
Total             0.000380            70.3            285
-- logic make-up after synthesis --
| family | Yosys count | share of synthesized area, % |
|---|---|---|
| adder cells (fa/ha/maj) | 1 | 1.81 |
| AND/OR/NAND/NOR | 13 | 11.3 |
| buffers and inverters | 28 | 29.6 |
| other | 2 | 1.09 |
| XOR/XNOR | 10 | 12.7 |
| flip-flops | 12 | 43.6 |
-- cell type report --
cell class	count	area, sq um	area share (%)
inverters	1	3.75	0.475
flip-flops and latches	12	300	38.0
clock buffers	3	22.5	2.85
multi-input cells	50	275	34.9
repair buffers	13	130	16.5
well taps	46	57.6	7.29
-- metrics by stage --
step / setup slack (ns) / instances / area [sq um] / utilization (%)
after floorplan: 1.22 / 90 / 779 / -
after global placement: 0.851 / 122 / 767 / 22.5
after detailed placement: 0.854 / 122 / 767 / 22.5
after CTS: 0.554 / 125 / 790 / 23.1
after global routing: 0.477 / 125 / 790 / 23.1
final: 0.565 / 125 / 790 / 23.1
-- per-layer routing --
metal	share of wire, %	up-vias
met3	15	2
met5	0	-
met4	0.30	0
met1	41	208
li1	-	189
met2	44	22
-- cells in the final DEF (no fill, tap or decap), drive strengths merged --
cell type / instances
nand2: 1
clkdlybuf4s50: 13
xor2: 2
conb: 26
and4: 2
xnor2: 8
clkbuf: 3
dfrtp: 12
ha: 1
nand4: 2
and3: 3
nand3: 5
inv: 1
-- worst reg2reg max path, delay by kind of cell (launching register included) --
kind             cells  cell delay [ns]
flip-flops           1             0.42
XOR/XNOR             1             0.14
AND/OR/NAND/NOR      2             0.46
-- final timing paths --
check / from / to / slack (ns)
setup reg to reg: pc_out[2] / pc_out[11] / 1.07
max in group asynchronous: nReset / pc_out[0] / 1.31
hold reg to reg: pc_out[0] / pc_out[0] / 0.47
hold / removal: pc_out[0] / pc_out[0] / 0.47
setup / recovery: pc_out[3] / pc_out[3] / 0.57
min in group asynchronous: nReset / pc_out[8] / 0.53
Power figures rest on the tool's default switching activity, not on a simulated workload.
